<file path="/design/flow/design.v">
module execute(
	input wire clk_i,
	input wire set_cc_i,
	input wire [2:0] instr_type_i,
	input wire [6:0] opcode_i,
	input wire signed [31:0] val1_i,
	input wire signed [31:0] val2_i,
	input wire signed [31:0] imm_i,
	input wire [9:0] funct_i,
	input wire [31:0] pc_i,
	output reg signed [31:0] valE_o,
	output wire Cnd_o,
	output wire [31:0] branch_target_o
);
	wire signed [31:0] alu1;
	wire signed [31:0] alu2;
	wire [31:0] alu1U;
	wire [31:0] alu2U;
	wire [17:0] instr_id;
	wire [9:0] alu_fun;
	wire of, sf, zf;
	assign alu1 = ((opcode_i == 7'b0010111) |
		(opcode_i == 7'b1101111)) ? pc_i : val1_i;
	assign alu2 = ((instr_type_i == 3'd2) | 
		(instr_type_i == 3'd4) | 
		(instr_type_i == 3'd1) | 
		(instr_type_i == 3'd3)) ? imm_i : val2_i;
	assign alu_fun = ((opcode_i == 7'b0110011) | (opcode_i == 7'b0010011)) ? funct_i
		: (opcode_i == 7'b1100011) ? 10'b0100000000
		: 10'b0000000000;
	assign alu1U = alu1;
	assign alu2U = alu2;
	always@ (*) begin
		case (alu_fun) 
			10'b0000000000 : valE_o = alu1 + alu2;
			10'b0100000000 : valE_o = alu1 - alu2;
			10'b0000000001 : valE_o = alu1 << alu2;
			10'b0000000010 : valE_o = (alu1 < alu2);
			10'b0000000011 : valE_o = (alu1U < alu2U);
			10'b0000000100 : valE_o = alu1 ^ alu2;
			10'b0000000101 : valE_o = alu1 >> alu2;
			10'b0100000101 : valE_o = alu1 >>> alu2;
			10'b0000000110 : valE_o = alu1 | alu2;
			10'b0000000111 : valE_o = alu1 & alu2;
		endcase
	end
	assign of = ((instr_type_i == 3'd0) && ((alu_fun == 10'b0000000000 && (alu1[31] != valE_o[31]) && (alu2[31] != valE_o[31])) 
		|| ((alu_fun == 10'b0100000000) && (alu1[31] != alu2[31]) && (alu2[31] != valE_o[31]))));
	assign sf = ((instr_type_i == 3'd0) && valE_o[31]);
	assign zf = ((instr_type_i == 3'd0) && (valE_o == 0));
	assign Cnd_o = (((funct_i == 10'b0000000000) && zf) | 
			((funct_i == 10'b0000000001) && ~zf) | 
			((funct_i == 10'b0000000100) && (sf ^ of)) | 
			((funct_i == 10'b0000000101) && ~(sf ^ of)) |
			((funct_i == 10'b0000000110) && (sf ^ of)) | 
			((funct_i == 10'b0000000111) && ~(sf ^ of)));
	assign branch_target_o = pc_i + imm_i; 
endmodule
</file>
<file path="/design/flow/run.sh">
#!/bin/bash
# OpenROAD 26Q1-2900-gdf79404cd8, Yosys 0.63+post, stock flow scripts
make -C /OpenROAD-flow-scripts/flow DESIGN_CONFIG=/design/flow/config.mk WORK_HOME=/design/flow/orfs finish
</file>
<file path="/design/flow/config.mk">
export PLATFORM = sky130hd
export DESIGN_NAME = execute
export DESIGN_NICKNAME = execute
export VERILOG_FILES = /design/flow/design.v
export SDC_FILE = /design/flow/constraint.sdc
export NUM_CORES = 4
export LEC_CHECK = 1
export CORE_UTILIZATION = 40
</file>
<file path="/design/flow/constraint.sdc">
current_design execute

set clk_period 22.7
set clk_io_pct 0.2

create_clock -name clk0 -period $clk_period

set non_clock_inputs [all_inputs -no_clocks]
set_input_delay [expr $clk_period * $clk_io_pct] -clock clk0 $non_clock_inputs
set_output_delay [expr $clk_period * $clk_io_pct] -clock clk0 [all_outputs]
</file>
==> notes.md <==
run metrics: yosys stat chip area 0.0134 mm2, mapped cell area 0.0134 mm2, placer congestion estimate 1.08, hold buffers post-CTS 0, DR pass1 iterations 6, Remaining DRCs 0, Routed WL 76.9 mm, Synth Area per Inst 6.74 um2, Slew Limit Headroom 26.9%, Worst Hold Class in2out, Remaining Overflow, GRT 0, Chip Width 185 um, Fillers 3299, Final Hold Viols 0, global-route wire length before repair 110 mm, vias post-DR 17200, Core ar. 0.0328 mm2, Crit Path Max Fanout 7, Critical Path RT 18.16 ns, synthesized instance count 1991, mux frac, synth 15.7%, Post-synth EDFFs 0, GRT Resource Usage Total 45.8%, Max Clk Rate 74.3 MHz, hpwl dp 62.3 mm, synth unique cells 100, die area 0.0343 mm2, Main logic family AND-OR/OR-AND gates, setup bufs post-CTS 0, Synthesis Warnings 1, area leader, netlist ha_1, Die H 185 um, Post-synth ARST share 0%, OpenROAD warnings 84, yosys xor share 3.39%, register pins left without a clock 32, Routed WL per cell 30.2 um, most frequent logic cell in the layout nor2_1, LEAKAGE 6.32 nW, status finished, final reports clean, area delta synth->final 18.0%, final cell count without fillers 2547, Final ANT Viol Nets 0, Area leader share 10.5%, crit start category input port, adder share 11.0%, endpoints left unconstrained 64, setup ws final 9.25 ns, setup violators final 0, Worst-Margin Slew 1.07 ns, Slew Limit Fails 0, Placed Cells 2547, yosys simple share 24.8%, starting DRC count in detailed routing 2215, vias in the first global route 15900, initial antenna violation count 1, CTS-repair resized insts 0, setup_tns 0 ns, RSZ-0062 raised after global routing false, Min Clock Period, post-route 13.45 ns, crit path max-delay cell type clkdlybuf4s50_1, Setup WS pre-CTS 9.36 ns, Critical path buffers and inverters 2, share of layout cells above drive strength 1 7.84%, Cell area leaders ha_1 11%, mux4_2 6.2%, nor2_1 6.1%, final worst path period share 59.3%, Power Density 31.0 mW/mm2, Arr. time, crit path 8.91 ns, Crit path max-delay family AND-OR/OR-AND gates, Synthesized registers 32, Worst setup EP type output pin, Yosys Instances 1991, Worst VDD drop 0.0278 mV, hold slack 10.08 ns, crit path cell chain clkdlybuf4s50_1 -> ha_1 -> or3_1 -> o221ai_1 -> o21ba_2 -> o31a_1 -> nor3_1 -> nor2_1 -> a41oi_1 -> a211oi_1 -> a211oi_1 -> a21oi_1 -> xor2_1 -> clkdlybuf4s50_1, max reg flops 32, WS Path Type in2out, Port Buffers 213, IO Pins 215, Synth Area in Compound Gates 34.5%, main flop type dlxtn_1, Vias/cell 6.74, largest net degree at the start of global routing 67, Largest stage delay, worst path 0.62 ns, Initial Util 40.9%, max-cap violations 0, Ant. Diodes 0, Top Layout Cells 215 x nor2_1, 212 x clkdlybuf4s50_1, 199 x nand2_1, 161 x a21oi_1, 132 x o21ai_0, Site Rows 66
## cell usage after synthesis, types with 10 or more instances
master	n
a211o_1	12
and2_1	14
clkbuf_1	79
nand3_1	63
o31ai_1	10
or3_1	17
xnor2_1	35
o21a_1	17
mux2i_1	77
o221ai_1	23
ha_1	113
nor2b_1	15
mux4_2	37
buf_2	16
o21bai_1	13
nand2b_1	21
nand2_1	201
inv_1	104
nand4_1	18
a211oi_1	62
dlxtn_1	32
a31oi_1	21
and3_1	16
a221oi_1	15
xor2_1	17
buf_1	31
o211ai_1	34
a21oi_1	162
mux2_2	41
a21o_1	26
nor2_1	217
nor4_1	32
o22ai_1	12
nor3_1	79
o21ai_0	132
o21ai_1	10
## per-layer routing
| metal | share of wire (%) | vias up | track usage, % |
|---|---|---|---|
| li1 | - | 7724 | - |
| met1 | 39 | 8037 | 59.1 |
| met2 | 42 | 1181 | 66.7 |
| met3 | 12 | 233 | 15.0 |
| met4 | 7.3 | 2 | 27.2 |
| met5 | 0.018 | - | 0 |
## final cells by class
cell class	instances	area (um2)	share of cell area, %
multi-input cells	1719	12000	75.9
flip-flops and latches	32	480	3.03
inverters	108	405	2.56
repair buffers	246	2370	15.0
well taps	442	553	3.49
## worst paths after layout
path / slack, ns / cells past startpoint / startpoint / endpoint
hold / removal: 10.08 / 3 / funct_i[8] / Cnd_o
setup / recovery: 9.25 / 14 / pc_i[6] / branch_target_o[29]
## power by group
group	switching [mW]	total (mW)	internal [mW]
combinational	0.301	0.485	0.185
clock	0	0	0
sequential	0.000288	0.00519	0.00490
## per-stage QoR
stage | power (mW) | cell area (um2) | utilization (%)
floorplan | 0.286 | 13400 | -
global placement | 0.471 | 15800 | 48.3
detailed placement | 0.471 | 15800 | 48.3
CTS | 0.474 | 15800 | 48.3
global route | 0.519 | 15800 | 48.3
finish | 0.491 | 15800 | 48.3
## cells by family (layout without fill, tap and decap cells)
kind of cell / count (synthesis) / in the layout
simple gates: 720 / 720
latches: 32 / 32
fa+ha+maj: 116 / 116
xor+xnor: 52 / 52
mux: 157 / 157
compound gates: 674 / 674
buf+inv: 240 / 354
Power and IR drop assume default switching activity.
