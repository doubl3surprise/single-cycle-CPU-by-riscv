<file path="./run.sh">
#!/bin/bash
# OpenROAD 26Q1-2900-gdf79404cd8, Yosys 0.63+post, stock flow scripts
make -C /OpenROAD-flow-scripts/flow DESIGN_CONFIG=/design/flow/config.mk WORK_HOME=/design/flow/orfs finish
</file>
<file path="./config.mk">
export PLATFORM = sky130hd
export DESIGN_NAME = fetch
export DESIGN_NICKNAME = fetch
export VERILOG_FILES = /design/flow/design.v
export SDC_FILE = /design/flow/constraint.sdc
export NUM_CORES = 4
export LEC_CHECK = 1
export CORE_UTILIZATION = 40
export SYNTH_MEMORY_MAX_BITS = 65536
</file>
<file path="./constraint.sdc">
current_design fetch

set clk_period 5.4
set clk_io_pct 0.2

create_clock -name clk0 -period $clk_period

set non_clock_inputs [all_inputs -no_clocks]
set_input_delay [expr $clk_period * $clk_io_pct] -clock clk0 $non_clock_inputs
set_output_delay [expr $clk_period * $clk_io_pct] -clock clk0 [all_outputs]
</file>
<file path="./design.v">
module access_instruction_memory(
	input wire [31:0] pc_i,
	output wire [31:0] instr_o,
	output wire imem_error_o);
	reg [7:0] ins_mem [1023:0];
	integer i;
		initial begin
    		for (i=0; i<1024; i=i+1) begin
        		ins_mem[i] = 8'h00;
    		end
    		ins_mem[3] = 8'h12;   
    		ins_mem[2] = 8'h30;
    		ins_mem[1] = 8'h80;
    		ins_mem[0] = 8'h93;
    		ins_mem[7] = 8'h00;
    		ins_mem[6] = 8'h20;
    		ins_mem[5] = 8'h81;
    		ins_mem[4] = 8'h33;
    		ins_mem[11] = 8'h08;
    		ins_mem[10] = 8'h32;
    		ins_mem[9] = 8'h20;
    		ins_mem[8] = 8'h23;
    		ins_mem[15] = 8'h00;
    		ins_mem[14] = 8'h20;
    		ins_mem[13] = 8'h88;
    		ins_mem[12] = 8'h63;
    		ins_mem[19] = 8'h12;
    		ins_mem[18] = 8'h34;
    		ins_mem[17] = 8'h52;
    		ins_mem[16] = 8'hb7;
    		ins_mem[23] = 8'h01;
    		ins_mem[22] = 8'h00;
    		ins_mem[21] = 8'h03;
    		ins_mem[20] = 8'h6f;
    		ins_mem[27] = 8'h10;
    		ins_mem[26] = 8'h04;
    		ins_mem[25] = 8'h23;
    		ins_mem[24] = 8'h83;
    		ins_mem[31] = 8'h00;
    		ins_mem[30] = 8'hb5;
    		ins_mem[29] = 8'h44;
    		ins_mem[28] = 8'hb3;
    		ins_mem[35] = 8'h0f;
    		ins_mem[34] = 8'hf6;
    		ins_mem[33] = 8'hf6;
    		ins_mem[32] = 8'h13;
    		ins_mem[39] = 8'h0e;
    		ins_mem[38] = 8'he7;
    		ins_mem[37] = 8'h90;
    		ins_mem[36] = 8'h23;
    		ins_mem[43] = 8'h00;
    		ins_mem[42] = 8'h00;
    		ins_mem[41] = 8'h14;
    		ins_mem[40] = 8'h63;
    		ins_mem[47] = 8'h87;
    		ins_mem[46] = 8'h65;
    		ins_mem[45] = 8'h48;
    		ins_mem[44] = 8'h17;
    		ins_mem[51] = 8'h40;
    		ins_mem[50] = 8'h59;
    		ins_mem[49] = 8'h58;
    		ins_mem[48] = 8'h93;
    		ins_mem[55] = 8'h01;
    		ins_mem[54] = 8'h5a;
    		ins_mem[53] = 8'h29;
    		ins_mem[52] = 8'hb3;
    		ins_mem[59] = 8'h00;
    		ins_mem[58] = 8'h00;
    		ins_mem[57] = 8'h00;
    		ins_mem[56] = 8'h13;
	end
	assign instr_o = {ins_mem[pc_i + 3], ins_mem[pc_i + 2], 
		ins_mem[pc_i + 1], ins_mem[pc_i + 0]};
	assign imem_error_o = (pc_i >= 1023);
endmodule
module fetch(
    input  [31:0] pc_i,
    output [6:0]  opcode_o,
    output [4:0]  rd_o,
    output [9:0]  funct_o,
    output [4:0]  rs1_o,
    output [4:0]  rs2_o,
    output [31:0] imm_o,
    output [2:0]  instr_type_o,
    output        imem_error_o,
    output [31:0] pc_plus4_o
);
    	wire [31:0]  instr;
    	wire [14:12] func3_bits;
    	wire [31:25] func7_bits;
    	wire [31:0] imm_i, imm_s, imm_b, imm_u, imm_j;
    	wire is_jalr;
    	wire funct_r_type, funct_istb;
    	wire is_imm_i, is_imm_s, is_imm_b, is_imm_u, is_imm_j;
    	access_instruction_memory acc_instr_mem(
     	   .pc_i(pc_i),
    	    .instr_o(instr),
    	    .imem_error_o(imem_error_o)
    	);
    	assign func3_bits = instr[14:12];
    	assign func7_bits = instr[31:25];
    	assign opcode_o    = instr[6:0];
    	assign rd_o        = instr[11:7];
    	assign rs1_o       = instr[19:15];
    	assign rs2_o       = instr[24:20];
    	assign pc_plus4_o  = pc_i + 32'd4;
    	assign imm_i = {{20{instr[31]}}, instr[31:20]};
    	assign imm_s = {{20{instr[31]}}, instr[31:25], instr[11:7]};
    	assign imm_b = {{19{instr[31]}}, instr[31], instr[7], instr[30:25], instr[11:8], 1'b0};
    	assign imm_u = {instr[31:12], 12'b0};
    	assign imm_j = {{12{instr[31]}}, instr[19:12], instr[20], instr[30:21], 1'b0};
    	assign instr_type_o = 
    	    (opcode_o == 7'b1100011)    ? 3'd0 :
    	    (opcode_o == 7'b0100011)    ? 3'd3 :
   	     (opcode_o == 7'b1101111)  ? 3'd4 :
   	     (opcode_o == 7'b1100111) ? 3'd1 :
    	    (opcode_o == 7'b0110011)    ? 3'd5 :
    	    (opcode_o == 7'b0010011)  ? 3'd1 :
    	    (opcode_o == 7'b0000011) ? 3'd1 :
    	    ((opcode_o == 7'b0110111) || (opcode_o == 7'b0010111)) ? 3'd2 :
    	    3'd1;
    	assign funct_r_type = (instr_type_o == 3'd5);
    	assign funct_istb   = (instr_type_o == 3'd1) || 
                         (instr_type_o == 3'd3) || 
                         (instr_type_o == 3'd0);
	wire is_shift_imm = (opcode_o == 7'b0010011) && (func3_bits == 3'b001 || func3_bits == 3'b101);
	assign funct_o = funct_r_type ? {func7_bits, func3_bits} :
                (funct_istb && is_shift_imm) ? {func7_bits, func3_bits} :   
                funct_istb ? {7'b0, func3_bits} :
                10'd0;
    	assign is_imm_i = (instr_type_o == 3'd1);
    	assign is_imm_s = (instr_type_o == 3'd3);
    	assign is_imm_b = (instr_type_o == 3'd0);
    	assign is_imm_u = (instr_type_o == 3'd2);
    	assign is_imm_j = (instr_type_o == 3'd4);
    	assign imm_o = ({32{is_imm_i}} & imm_i) |
        	           ({32{is_imm_s}} & imm_s) |
        	           ({32{is_imm_b}} & imm_b) |
        	           ({32{is_imm_u}} & imm_u) |
         	          ({32{is_imm_j}} & imm_j);
endmodule
</file>
==> flow_summary.ini <==
; synthesis and place-and-route metrics
[sta]
period_needed_ns = 5.25
fin_crit_sh = 0.973
setup_viol = 0
fmax_mhz = 190
worst_slew_pin_slew_ns = 0.754
fin_setup_tns_ns = 0
slew_headroom = 0.489
hold_viol = 0
slew_viol_final = 0

[finish]
lay_top_cells = buf_4, clkdlybuf4s50_1, nand2_1, a21oi_1, nor2_1
fin_util = 0.662
seq_area_um2 = 0
flop-count = 0
fin_area_um2 = 8080
area_growth_pct = 58.1
nClkBuffers = 0
layout_top_cell = buf_4
layout-drive-gt1-share = 0.284
final_cells = 1208

[route]
antenna_cells = 0
wire_per_inst_um = 19.7
dr.pass1.iters = 5
viasPerCell = 6.16
routed_wl_mm = 23.8
ant_nets = 0
drt_iter0_drc = 747
drc = 0
num_vias = 7437

[yosys]
syn_area_um2 = 5110
topCellsByArea = xnor2_1, a21oi_1, nand2_1, nor2_1, o21ai_0
yosys_area_um2 = 5110
yosys_cells = 779
seq_area_frac_synth = 0
syn_inst = 779
synth_area_per_cell_um2 = 6.56
yosysUniqueCellTypes = 98
yosys.area.top_type = xnor2_1
ys_warn_count = 1
netlist.area_leader.share = 0.0600

[worst_setup_path]
path_class = input pin to output port
end_kind = output port
path_max_fanout = 5
startpoint_type = input pin
crit_arrival_ns = 4.17
crit_required_ns = 4.32

[die]
core-area_um2 = 12200
num_rows = 40
io_pins = 132
initCoreUtil = 0.419
die_w_um = 115
dieArea_um2 = 13200
die_y_um = 115

[hold_path]
hold_path_end = pc_plus4_o[1]
hold_path_class = input pin to output port
min_path_cells = 3
min-delay-start = pc_i[1]

[placed_design]
io_buffers = 132
post_dp_cell_area_um2 = 7770
dp_hpwl_mm = 18.6
gp_congestion = 1.02
dp_cells = 1195

[pwr]
power_density_nw_per_um2 = 86.9
p_leak_nw = 3.14
p_total_mw = 0.702
max-vdd-ir-drop_v = 0.0000601

[global_route]
grt_pass1_vias = 6797
grt_pass1_wl_mm = 36.7
antenna_found_initial = 0
grt.overflow.total = 0
grt_usage = 0.361
grt_max_degree = 38

[flow_run]
warning_count = 43
cap_violations = 0

[run_status]
outcome = complete, no violations

[clock_network]
postCtsHoldBufs = 0
kinds of logic after synthesis:
| family | share of synthesized area |
|---|---|
| AND/OR/NAND/NOR | 0.308 |
| AND-OR/OR-AND | 0.397 |
| buffers and inverters | 0.104 |
| XOR/XNOR | 0.0989 |
| multiplexers | 0.0556 |
| adder cells (fa/ha/maj) | 0.0367 |
area by class of cell:
class,count,area [µm²]
inverter,27,104
fill,1037,4130
tap,168,210
timing repair buffer,342,2970
multi-input combinational,671,4800
stage by stage:
step	worst slack, ns	hold WS [ns]
floorplan	0.602	2.19
global placement	-0.321	3.07
detailed placement	-0.352	3.07
CTS	0.0698	2.99
global route	-0.0206	2.85
finish	0.146	2.81
cell usage after synthesis (4+ instances only):
| cell type | number |
|---|---|
| a211o_1 | 8 |
| a211oi_1 | 14 |
| a21o_1 | 5 |
| a21oi_1 | 57 |
| a221oi_1 | 9 |
| a311oi_1 | 11 |
| a31oi_1 | 9 |
| and2_1 | 8 |
| and3_1 | 15 |
| buf_1 | 4 |
| buf_2 | 27 |
| buf_4 | 12 |
| buf_6 | 5 |
| clkbuf_1 | 35 |
| ha_1 | 15 |
| inv_1 | 21 |
| mux2i_1 | 16 |
| mux4_2 | 4 |
| nand2_1 | 75 |
| nand2b_1 | 21 |
| nand3_1 | 37 |
| nand3b_1 | 4 |
| nand4_1 | 6 |
| nor2_1 | 59 |
| nor2b_1 | 13 |
| nor3_1 | 27 |
| nor4_1 | 9 |
| o2111ai_1 | 9 |
| o211ai_1 | 17 |
| o21ai_0 | 40 |
| o21ai_1 | 7 |
| o21ai_2 | 12 |
| o22ai_1 | 11 |
| o2bb2ai_1 | 6 |
| o311ai_0 | 4 |
| o311ai_1 | 4 |
| or2_2 | 4 |
| xnor2_1 | 35 |
| xor2_1 | 14 |
where the power goes:
group | leakage (nW) | internal [mW] | total [mW] | switching (mW)
Sequential | 0 | 0 | 0 | 0
Clock | 0 | 0 | 0 | 0
Combinational | 3.14 | 0.332 | 0.702 | 0.370
Total | 3.14 | 0.332 | 0.702 | 0.370
timing repair:
item	in CTS	in global routing
setup endpoints to repair	49	36
endpoints found under the hold margin	0	0
buffers inserted	9	2
resized	40	8
gates cloned	1	1
pin swaps	11	2
metal layers:
| metal | GRT usage | up-vias | share of wire |
|---|---|---|---|
| li1 | - | 3462 | - |
| met1 | 0.482 | 3438 | 0.40 |
| met2 | 0.576 | 460 | 0.45 |
| met3 | 0.0584 | 77 | 0.10 |
| met4 | 0.158 | 0 | 0.048 |
| met5 | 0 | - | 0 |
worst max-delay path, stage by stage:
cell and delay, ns:
clkdlybuf4s50_1 0.42, or4_1 0.68, buf_4 0.23, a211oi_2 0.28, buf_4 0.19, nand4_1 0.24
a2111o_1 0.49, o21ai_0 0.08, clkdlybuf4s50_1 0.48
worst max-delay path by stage:
stage	startpoint	endpoint	slack [ns]	depth (start not counted)
after global routing	pc_i[0]	imm_o[1]	-0.02	16
after CTS	pc_i[2]	funct_o[6]	0.07	12
final	pc_i[6]	imm_o[19]	0.15	9
Power figures rest on the tool's default switching activity, not on a simulated workload.
